[/design/flow/run.sh]
#!/bin/bash
# OpenROAD 26Q1-2900-gdf79404cd8, Yosys 0.63+post, stock flow scripts
make -C /OpenROAD-flow-scripts/flow DESIGN_CONFIG=/design/flow/config.mk WORK_HOME=/design/flow/orfs finish
[/design/flow/constraint.sdc]
current_design registers

set clk_period 5.1
set clk_io_pct 0.2

create_clock -name clk0 -period $clk_period [get_ports {clk}]

set non_clock_inputs [all_inputs -no_clocks]
set_input_delay [expr $clk_period * $clk_io_pct] -clock clk0 $non_clock_inputs
set_output_delay [expr $clk_period * $clk_io_pct] -clock clk0 [all_outputs]
[/design/flow/design.v]
module registers
(
	input clk, input write_enabled, input[4:0] rd_addr, rs1_addr, rs2_addr, input[31:0] rd_data,
	output[31:0] rs1_data, output[31:0] rs2_data
);
	logic[31:0] REGISTERS [31:0];
	assign rs1_data = REGISTERS[rs1_addr];
	assign rs2_data = REGISTERS[rs2_addr];
	always_ff @(posedge clk)
		if (write_enabled)
			REGISTERS[rd_addr] <= rd_data;
endmodule
[/design/flow/config.mk]
export PLATFORM = sky130hd
export DESIGN_NAME = registers
export DESIGN_NICKNAME = registers
export VERILOG_FILES = /design/flow/design.v
export SDC_FILE = /design/flow/constraint.sdc
export NUM_CORES = 4
export LEC_CHECK = 1
export CORE_UTILIZATION = 50
==> deck_impl_summary.md <==
Key Metrics from the Run

Outcome
  • Status: complete, no violations

Worst setup path
  • Most common cell on crit path: clkdlybuf4s50_1
  • Worst setup EP type: primary output
  • Critical path launch point type: input pin
  • Worst Path Required: 4.08 ns
  • WS Path Type: input pin to primary output
  • Max incr delay on CP: 0.61 ns
  • Buf/Inv on CP: 3
  • Family with the most delay on the worst path: buffers and inverters
  • Crit-path cells: clkdlybuf4s50_1 > nor2b_4 > a22o_1 > nor3_1 > buf_4 > a31oi_1 > nand3_1 > clkdlybuf4s50_1
  • CP arrival: roughly 4 ns
  • CP max FO: 12
  • Critical path's slowest cell: clkdlybuf4s50_1

Synth
  • Ys Warns: 1
  • Synth unique cells: 23
  • Ys flop type: edfxtp_1
  • Yosys reg bits: around 1000
  • Yosys Instances: about 3400
  • Post-synth area hogs: edfxtp_1 63%, mux2i_1 21%, a22oi_1 3.0%
  • Adder share: 0
  • Mapped cell area: 48800 um^2
  • Top cell area share: 0.630
  • Yosys Chip Area: 48800 um^2
  • MUX share of area: 0.210
  • Cell count after synthesis: 3386
  • Mapped Avg Cell Area: 14.4 um^2
  • Async SR Flop Fraction: 0
  • Synth Seq Share: 0.630
  • Number of enable flip-flop cells: approximately 1000
  • Yosys aoi share: 0.0804
  • Post-synthesis cell type with the largest combined area: edfxtp_1
  • Simple-Gate Fraction of Synth Area: 0.0471
  • Top logic family: multiplexers
  • XOR Share, Synth: 0
  • Most frequent cells after synthesis: 1024 x edfxtp_1, 1024 x mux2i_1, 195 x nand2_1

CTS
  • Max H-tree Level: 3
  • Max Buffers Root-to-Sink: 3
  • CTS root buffer: clkbuf_16
  • Post-CTS setup buffers: 0
  • CTS tree: built
  • Resized cells post-CTS: 0
  • Clk pin slew, worst setup/hold paths: 0.06 ns
  • Post-CTS Hold Buffers: 0
  • CTS buffer count: 107
  • Clock sinks: 1024

STA
  • Slew headroom: 0.359
  • Cycle use final: 0.967
  • Min cycle time layout: roughly 4.9 ns
  • Endpoints failing hold: 0
  • RSZ-0062 raised after global routing: no
  • WHS: around 1.2 ns
  • Endpoints failing setup: 0
  • Max Fclk: 0.203 GHz
  • Slew @ Worst Pin: 0.958 ns
  • Slew Limit Fails: 0
  • TNS Setup: 0 ns

Detailed routing
  • Mean routed wirelength per cell: 30.9 um
  • Starting DRC count in detailed routing: about 2300
  • Antenna-violating nets left: 0
  • DRT Pass-1 Iters: 6
  • DR vias/cell: ~6.4
  • Final WL: 152 mm
  • # DRC: 0
  • Vias: between 30000 and 40000

Floorplanning
  • Fp util: 0.505
  • Chip Height: 314 um
  • Die area: about 99000 um^2
  • Chip Width: roughly 310 um
  • Core Rows: 114
  • CORE AREA: roughly 97000 um^2
  • # IOs: between 100 and 150

Job
  • Tool warnings: 26
  • Max-Cap Viols: 0

Cells and area
  • Max reg flops: approximately 1000
  • Top Registers: REGISTERS: 1024 flops
  • Area Growth Syn to Fin: 14.3%
  • Filler Cell Count: a little over 7000
  • Largest Register: REGISTERS
  • Layout cell share with drive strength beyond 1: 0.106
  • Final std cells w/o fill: 4907

Pwr
  • Total power: 0.0186 W
  • Static Leak: 20.6 nW
  • Max VDD drop: 316 uV
  • PwrDens: 334 nW/um^2

Global route
  • Initial antenna violation count: 5
  • Vias in the first global route: 33100
  • Largest net degree at the start of global routing: 65
  • Total gr overflow: 0
  • First-pass GRT wire length: roughly 220 mm
  • Global Route Usage Sum: 0.339

Placement
  • I/O Buffers: between 100 and 150
  • Hpwl dp: 88.0 mm
  • GPL Wtd Cong: 0.900
  • Placed cell count: around 4700

Min path
  • Hold/Removal Path Class: input pin to register
[per-stage QoR]
| step | cell area [um^2] | setup WS [ns] | util |
|---|---|---|---|
| final | 55800 | 0.168 | 0.577 |
| after global routing | 55700 | 0.117 | 0.576 |
| after CTS | 55700 | 0.249 | 0.576 |
| after detailed placement | 52500 | 0.243 | 0.543 |
| after global placement | 52500 | 0.260 | 0.543 |
| after floorplan | 48800 | 1.65 | - |
[routing by layer]
metal | track usage | wire length [um] | up-vias | part of all wire
met2 | 0.459 | 65500 | 2088 | 0.43
li1 | - | - | 13700 | -
met4 | 0.0986 | 5620 | 4 | 0.037
met1 | 0.451 | 53900 | 15100 | 0.36
met5 | 0.00870 | 68 | - | 0.00045
met3 | 0.252 | 26400 | 335 | 0.17
[where the power goes]
part	total, W	internal, W	leakage, nW	switching, W
clock network	0.00740	0.00419	1.59	0.00321
registers	0.00941	0.00937	9.22	0.0000409
logic	0.00181	0.000712	9.74	0.00110
[cell type report]
class	instances	area (um^2)	area share
antenna	5	12.5	0.000224
clock buffer	135	2780	0.0499
clock inverter	58	477	0.00855
multi-input combinational	2109	16800	0.301
sequential	1024	30700	0.552
tap	1276	1600	0.0286
timing repair buffer	300	3360	0.0602
[path summary, 6_finish.rpt]
check                   start               end  slack (ns)  cells past startpoint
setup / recovery  rs2_addr[0]       rs2_data[9]        0.17                      8
hold / removal    rd_data[13]  REGISTERS[6][13]        1.15                      2
[cell families after synthesis]
group	after synthesis
compound gates	576
buf+inv	253
flops	1024
mux	1024
simple gates	509
[layout by cell type (no fill, tap or decap), drive strengths merged]
cell type / synthesis / routed
a21oi: 192 / 192
nor3: 64 / 64
mux2i: 1024 / 1024
or3b: 3 / 3
a22o: 128 / 128
nand2b: 4 / 4
nor2: 35 / 35
nand2: 195 / 195
or3: 1 / 1
clkbuf: 90 / 135
diode: 0 / 5
clkinv: 0 / 40
buf: 163 / 190
bufinv: 0 / 7
edfxtp: 1024 / 1024
a31oi: 64 / 64
clkinvlp: 0 / 4
clkdlybuf4s50: 0 / 110
inv: 0 / 7
nor2b: 4 / 4
nand3b: 5 / 5
a22oi: 192 / 192
nand3: 194 / 194
or2: 2 / 2
and2: 2 / 2
Power is estimated from default activity; no workload was simulated.
