==> flow/design.v <==
module alu
	#(parameter N = 32)
(
		input[2:0] alu_control,
		input[N-1:0] operand_a, operand_b,
		output[N-1:0] result
	);
	always_comb
	begin
		case (alu_control)
			3'b000:	result = operand_a + operand_b;
			3'b001:		result = operand_a | operand_b;
			3'b010:	result = operand_a & operand_b;
			default:		result = 0;
		endcase
	end
endmodule
==> flow/run.sh <==
#!/bin/bash
# OpenROAD 26Q1-2900-gdf79404cd8, Yosys 0.63+post, stock flow scripts
make -C /OpenROAD-flow-scripts/flow DESIGN_CONFIG=/design/flow/config.mk WORK_HOME=/design/flow/orfs finish
==> flow/config.mk <==
export PLATFORM = sky130hd
export DESIGN_NAME = alu
export DESIGN_NICKNAME = alu
export VERILOG_FILES = /design/flow/design.v
export SDC_FILE = /design/flow/constraint.sdc
export NUM_CORES = 4
export LEC_CHECK = 1
export CORE_UTILIZATION = 40
==> flow/constraint.sdc <==
current_design alu

set clk_period 27.7
set clk_io_pct 0.2

create_clock -name clk0 -period $clk_period

set non_clock_inputs [all_inputs -no_clocks]
set_input_delay [expr $clk_period * $clk_io_pct] -clock clk0 $non_clock_inputs
set_output_delay [expr $clk_period * $clk_io_pct] -clock clk0 [all_outputs]
==> metrics.cfg <==
[critical_path]
max_stage_delay_ps=490
crit_type=in -> out
crit_arrival_ps=8880
crit_required_ps=22160
worst-path-stages=13
startpoint_type=input port
slowest_stage=or4_1
crit_family=buffers and inverters
crit_buf_inv=3
critPathCaptureType=primary output
critPathMostFrequentCell=clkdlybuf4s50_1
critPathMaxFanout=4
path_cells=clkdlybuf4s50_1 -> ha_1 -> inv_1 -> fa_1 -> and2b_1 -> o2111ai_1 -> a21oi_1 -> o21ai_1 -> a21oi_2 -> o211ai_1 -> or4_1 -> nand3_1 -> clkdlybuf4s50_1

[finish]
register_area_sq_um=0
layout-drive-gt1-share_pct=2.214
flop-count=0
synthToLayoutAreaGrowth_pct=35.80
clkbuf_count=0
final_cells=641
fin_util_pct=56.05
fillers=679

[sta]
holdWs_ps=12240
fin_setup_tns_ps=0
finalCritPeriodShare_pct=52.07
drv_slew=0
setup_viol=0
rsz0062_at_grt=false
finalHoldViolCount=0
slew_headroom_pct=44.88
tightestPinTransition_ps=820.5
clock.fmax_ghz=0.06933
fin_crit_ps=14420

[floorplan]
die_w_microns=88.28
dieHeight_microns=88.28
core_area_sq_mm=0.007214
io_pins=99
fp-row-count=31
fp_util_pct=41.28
die-area_sq_mm=0.007793

[grt]
grt_usage_pct=21.88
met3_usage_pct=0.7569
overflow=0
grt_pass1_wl_microns=13690
grt_pass1_vias=2939
use_met1_pct=32.50
antenna_found_initial=0
grt_max_degree=35
globalRouteMet2Util_pct=37.27
busiest_layer=met2

[routing]
via_count=3347
drcViolationCount=0
dr.pass1.iters=4
detail-route-antenna-nets=0
routedWlPerCell_microns=13.05
drt-initial-drc-count=135
viasPerCell=5.222
n_antenna_cell=0
drt-total-wl_microns=8367

[cts]
cts_hold_buf=0
cts_resized=0
cts_setup_buffers=0

[yosys]
netlist_instances=459
syn_area_per_cell_sq_um=6.488
ys_top_cells_by_count=inv_1 (78), ha_1 (64), a21oi_1 (46)
netlist.area_leader.share_pct=26.89
area_leaders=ha_1 (27%), inv_1 (9.8%), a21oi_1 (7.7%), nor2_1 (5.7%), xnor2_1 (4.7%)
yosys_area_sq_mm=0.002978
yosysMostFrequentCell=inv_1
yosysTopAreaCell=ha_1
synthDistinctLibCells=51
ys_seq_share_pct=0
synth_warnings=5
synth_area_sq_mm=0.002978
yosys_cells=459

[placed_design]
dp_hpwl_microns=6691
gp_congestion=0.8800
placed_cells=641
portBuffers=99

[power]
power_uw=71.63
vdd_drop_max_mv=0.007809
combinationalPowerShare_pct=100.0
clockPowerShare_pct=0
pwr-share-seq_pct=0
leakagePower_uw=0.001972
p_per_area_mw_per_mm2=17.71
internal_power_uw=36.59
power.switching_uw=35.04
switching_share_pct=48.92

[run_status]
outcome=completed

[worst_hold_path]
hold_path_depth=5
hold_class=in -> out

[run]
tool_warnings=65
max_cap_violations=0

==> per-layer routing <==
metal	vias to the layer above	share of wire, %
li1	1772	-
met1	1479	50
met2	92	45
met3	4	4.7
met4	0	0.49
met5	-	0
==> per-stage QoR <==
step | setup slack [ps] | instance area (sq um)
3_5_place_dp | 13240 | 4044
3_3_place_gp | 13300 | 4044
4_1_cts | 13230 | 4044
5_1_grt | 13000 | 4044
2_1_floorplan | 14530 | 2978
6_report | 13280 | 4044
==> path summary, 6_finish.rpt <==
kind          start         end  slack, ps
max    operand_a[0]  result[30]      13280
min   operand_b[15]  result[15]      12240
==> cell families (layout without fill, tap and decap cells) <==
kind of cell / after synthesis / in the layout / synth area share [%]
AND-OR/OR-AND: 151 / 151 / 33.91
XOR/XNOR: 21 / 21 / 6.176
adder cells (fa/ha/maj): 65 / 65 / 27.56
buffers and inverters: 97 / 180 / 12.31
multiplexers: 6 / 6 / 2.017
AND/OR/NAND/NOR: 119 / 119 / 18.03
==> area by class of cell <==
type	count	area, sq um	area share [%]
multi-input combinational	362	2614	64.63
timing repair buffer	102	1013	25.06
inverter	78	292.8	7.240
tap	99	123.9	3.063
==> layout by cell type (no fill, tap or decap), drive strengths merged, types with 3 or more instances in the layout <==
| cell type | Yosys | routed |
|---|---|---|
| o221ai | 4 | 4 |
| o21a | 3 | 3 |
| a221oi | 3 | 3 |
| inv | 78 | 78 |
| a211oi | 6 | 6 |
| o22ai | 7 | 7 |
| nor2 | 46 | 46 |
| a21oi | 48 | 48 |
| xnor2 | 16 | 16 |
| a22oi | 8 | 8 |
| nand3 | 11 | 11 |
| a211o | 3 | 3 |
| or3 | 3 | 3 |
| o21ai | 22 | 22 |
| nor3 | 4 | 4 |
| mux2i | 6 | 6 |
| o211ai | 9 | 9 |
| and3 | 3 | 3 |
| a31oi | 4 | 4 |
| ha | 64 | 64 |
| xor2 | 5 | 5 |
| nand2 | 34 | 34 |
| nand4 | 7 | 7 |
| and2 | 4 | 4 |
| clkdlybuf4s50 | 0 | 99 |
| buf | 2 | 3 |
| o2111ai | 4 | 4 |
| a21o | 16 | 16 |
==> power groups by stage <==
stage     Combinational [uW]  Sequential, uW  Clock [uW]
4_1_cts                 71.9               0           0
5_1_grt                 80.4               0           0
6_report                71.6               0           0
Power figures rest on the tool's default switching activity, not on a simulated workload.
